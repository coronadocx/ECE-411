[flow/design.v]
package pcmux;
typedef enum bit [1:0] {
    pc_plus4  = 2'b00
    ,alu_out  = 2'b01
    ,alu_mod2 = 2'b10
} pcmux_sel_t;
endpackage
package cmpmux;
typedef enum bit {
    rs2_out = 1'b0
    ,i_imm = 1'b1
} cmpmux_sel_t;
endpackage
package alumux;
typedef enum bit {
    rs1_out = 1'b0
    ,pc_out = 1'b1
} alumux1_sel_t;
typedef enum bit [2:0] {
    i_imm    = 3'b000
    ,u_imm   = 3'b001
    ,b_imm   = 3'b010
    ,s_imm   = 3'b011
    ,j_imm   = 3'b100
    ,rs2_out = 3'b101
} alumux2_sel_t;
endpackage
package regfilemux;
typedef enum bit [3:0] {
    alu_out   = 4'b0000
    ,br_en    = 4'b0001
    ,u_imm    = 4'b0010
    ,lw       = 4'b0011
    ,pc_plus4 = 4'b0100
    ,lb        = 4'b0101
    ,lbu       = 4'b0110   
    ,lh        = 4'b0111
    ,lhu       = 4'b1000   
} regfilemux_sel_t;
endpackage
interface rvfi_itf(input clk, input rst);
    logic halt;
    logic commit;
    logic [63:0] order;
    logic [31:0] inst;
    logic trap;
    logic [4:0] rs1_addr;
    logic [4:0] rs2_addr;
    logic [31:0] rs1_rdata;
    logic [31:0] rs2_rdata;
    logic load_regfile;
    logic [4:0] rd_addr;
    logic [31:0] rd_wdata;
    logic [31:0] pc_rdata;
    logic [31:0] pc_wdata;
    logic [31:0] mem_addr;
    logic [3:0] mem_rmask;
    logic [3:0] mem_wmask;
    logic [31:0] mem_rdata;
    logic [31:0] mem_wdata;
    logic [15:0] errcode;
endinterface
module regfile
(
    input clk,
    input rst,
    input load,
    input [31:0] in,
    input [4:0] src_a, src_b, dest,
    output logic [31:0] reg_a, reg_b
);
logic [31:0] data [32];
always_ff @(negedge clk)
begin
    if (rst)
    begin
        for (int i=0; i<32; i=i+1) begin
            data[i] <= '0;
        end
    end
    else if (load && dest)
    begin
        data[dest] <= in;
    end
end
always_comb
begin
    reg_a = src_a ? data[src_a] : 0;
    reg_b = src_b ? data[src_b] : 0;
end
endmodule : regfile
[flow/run.sh]
#!/bin/bash
# OpenROAD 26Q1-2900-gdf79404cd8, Yosys 0.63+post, stock flow scripts
make -C /OpenROAD-flow-scripts/flow DESIGN_CONFIG=/design/flow/config.mk WORK_HOME=/design/flow/orfs finish
[flow/config.mk]
export PLATFORM = sky130hd
export DESIGN_NAME = regfile
export DESIGN_NICKNAME = regfile
export VERILOG_FILES = /design/flow/design.v
export SDC_FILE = /design/flow/constraint.sdc
export NUM_CORES = 4
export LEC_CHECK = 1
export CORE_UTILIZATION = 40
[flow/constraint.sdc]
current_design regfile

set clk_period 14.7
set clk_io_pct 0.2

create_clock -name clk0 -period $clk_period [get_ports {clk}]

set non_clock_inputs [all_inputs -no_clocks]
set_input_delay [expr $clk_period * $clk_io_pct] -clock clk0 $non_clock_inputs
set_output_delay [expr $clk_period * $clk_io_pct] -clock clk0 [all_outputs]
==> CHANGELOG.md <==
### Implementation results

- Run status: completed
- CP delay by family, top: AND-OR/OR-AND gates
- GP Congestion: 0.9240
- Hold Fails Final Rpt: 0
- Deepest clock path buffer count: 3
- Antenna violations before repair: 3
- Routed Antenna Nets: 0
- Util after Layout: 48.43%
- Setup CP Type: register to primary output
- Ratio of cells with drive above 1 in the final layout: 18.34%
- CP max FO: 2
- Die height: 371.6 um
- RSZ-0062 raised after global routing: false
- Crit-path max cell delay: 860 ps
- Largest registers: data x1024
- Final hold slack: 6930 ps
- Vias: 37264
- Max cap viols: 0
- Max_slew headroom: 25.48%
- Final setup TNS: 0 ps
- Post-synthesis cell area: 54640 sq um
- Number of flip-flops in the largest register: 1024
- Drt pass-1 iters: 5
- Pwr dens: 127.4 nW/um^2
- Drt drc: 0
- Worst hold path type: primary input to primary output
- CTS H-tree depth: 3
- Number of I/O port buffers: 113
- Worst-path cell with the longest stage delay: o32ai_1
- CP Data Arrival Time: 10790 ps
- Seq/Total Area, Yosys: 56.27%
- Yosys reg bits: 1024
- CTS tree: built
- Largest net degree at the start of global routing: 91
- Placed cells: 5388
- Peak VDD IR: 112.4 uV
- Vias in the first global route: 41646
- Hold buffers post-CTS: 0
- HPWL Detailed: 109.3 mm
- Initial drt markers: 2413
- Hold endpoint: reg_b[8]
- Top reg by flops: data
- Synth warn: 1
- Floorplan utilization: 40.34%
- Worst Setup Start Kind: register
- Crit-path cells: mux4_2, and2_1, o32ai_1, nor4_1, buf_4, clkdlybuf4s50_1
- Crit. End Element: primary output
- Postcts setup bufs: 0
- DR WL/cell: 27.86 um
- Gate Area: 22440 sq um
- IO Pins: 114
- DIE AREA: 138100 sq um
- Row cnt: 135
- Yosys stat chip area: 54640 sq um
- Global-route wire length before repair: 265.9 mm
- Post-synth cell types: 43
- Least-Margin Pin Slew: 1111 ps
- Core area: 135500 sq um
- Die width: 371.6 um
- Ys cells: 3682
- Synth Instances: 3682
- Via-to-Cell Ratio: 5.633
- Log Warnings: 1027
- Root Buffer: clkbuf_16
- Final Non-Filler Cells: 6615
- Worst Path Buf+Inv: 2
- Gr ovfl total: 0
- Worst min-delay path startpoint: src_b[4]
- Hold Crit Depth: 4
- Setup violators final: 0
- Total power: 8360 uW
- Slew Viols, Final: 0
- Routed Wire Length: 184.3 mm
- Syn avg cell area: 14.84 sq um
- Post-CTS sizing: 0
- Total track usage: 29.53%
- Clock Pin Slew Worst Setup and Hold Paths: 30 ps
- CTS buffer count: 112
- Area Growth Syn to Fin: 20.06%
- CTS sink count: 1024
- Synth async-reset ratio: 0%
- Post-synth EDFFs: 1024
- Crit path required time: 11760 ps
- Fillers: 11401
- Leakage Power: 0.02687 uW
- Dominant synthesized flop cell: edfxtp_1
- Storage element area: 30750 sq um
==> synthesized netlist by cell type (all sizes together) (2+ instances only) <==
library cell | number | area share [%]
o221ai | 21 | 0.34
a221oi | 4 | 0.064
clkbuf | 284 | 2.0
nor4 | 8 | 0.092
o21ai | 4 | 0.037
nand2b | 2 | 0.023
mux2 | 41 | 0.84
nor3 | 41 | 0.38
nor2 | 37 | 0.25
buf | 115 | 1.3
mux4 | 404 | 17
or3b | 4 | 0.064
edfxtp | 1024 | 56
or2 | 32 | 0.37
a22o | 43 | 0.69
o32ai | 15 | 0.24
a21oi | 40 | 0.37
nand2 | 22 | 0.15
a31oi | 11 | 0.13
a2111oi | 22 | 0.36
o211ai | 2 | 0.027
nand3 | 10 | 0.092
and2 | 1010 | 12
a211oi | 40 | 0.55
or3 | 3 | 0.034
a311oi | 5 | 0.080
a22oi | 75 | 1.0
nand3b | 6 | 0.082
mux2i | 268 | 4.9
o22ai | 39 | 0.45
and3 | 6 | 0.069
nor2b | 37 | 0.42
==> where the power goes <==
part	internal (uW)	switching, uW	leakage (uW)
Clock	2090	1910	0.00732
Sequential	3400	83.9	0.00975
Combinational	380	495	0.00980
==> kinds of logic (layout without fill, tap and decap cells) <==
family	Yosys count	in the layout	synth area share [%]
AND-OR/OR-AND	321	321	4.355
other	1	36	0.006863
buffers and inverters	401	1518	3.304
flip-flops	1024	1024	56.27
multiplexers	713	713	22.41
AND/OR/NAND/NOR	1222	1222	13.66
==> worst max-delay path by stage <==
stage                         from   endpoint  cells past startpoint
after CTS              data[14][7]   reg_b[7]                      6
final                 data[25][13]  reg_a[13]                      6
after global routing  data[25][13]  reg_a[13]                      6
==> metrics by stage <==
| step | setup slack (ps) | cell area (sq um) |
|---|---|---|
| 2_1_floorplan | 2827 | 54760 |
| 3_3_place_gp | 1292 | 58020 |
| 3_5_place_dp | 1304 | 58020 |
| 4_1_cts | 895.9 | 65600 |
| 5_1_grt | 915.4 | 65600 |
| 6_report | 970.1 | 65610 |
==> layer usage <==
metal	part of all wire (%)	vias up	GRT usage (%)
li1	-	16249	-
met1	34	18066	34.46
met2	45	2561	40.18
met3	17	371	23.45
met4	4.2	17	13.16
met5	0.29	-	2.238
==> placed cells by master (no fill, tap or decap), types with 11 or more instances in the layout <==
cell / Yosys / final
inv_1: 1 / 1050
edfxtp_1: 1024 / 1024
and2_1: 1010 / 1008
mux4_2: 404 / 404
mux2i_1: 268 / 268
buf_4: 26 / 174
clkbuf_16: 0 / 114
clkdlybuf4s50_1: 0 / 103
a22oi_1: 75 / 75
a22o_1: 43 / 43
nor3_1: 41 / 41
mux2_2: 41 / 41
a211oi_1: 40 / 40
a21oi_1: 40 / 40
o22ai_1: 39 / 39
nor2b_1: 37 / 33
or2_2: 32 / 32
conb_1: 1 / 32
clkinvlp_2: 0 / 27
nor2_4: 0 / 24
nand2_1: 22 / 22
o221ai_1: 21 / 21
a2111oi_0: 18 / 18
bufinv_16: 0 / 18
o32ai_1: 15 / 15
a31oi_1: 11 / 11
==> final cells by class <==
cell class	count	share of cell area (%)
clock inverter	1110	7.215
inverter	1	0.005721
antenna	4	0.01526
sequential	1024	46.87
clock buffer	114	4.348
tap	1781	3.397
multi-input combinational	2288	34.21
timing repair buffer	293	3.942
Power figures rest on the tool's default switching activity, not on a simulated workload.
