===== /design/flow/run.sh =====
#!/bin/bash
# OpenROAD 26Q1-2900-gdf79404cd8, Yosys 0.63+post, stock flow scripts
make -C /OpenROAD-flow-scripts/flow DESIGN_CONFIG=/design/flow/config.mk WORK_HOME=/design/flow/orfs finish

===== /design/flow/config.mk =====
export PLATFORM = sky130hd
export DESIGN_NAME = L2Cache_Datapath
export DESIGN_NICKNAME = L2Cache_Datapath
export VERILOG_FILES = /design/flow/design.v
export SDC_FILE = /design/flow/constraint.sdc
export NUM_CORES = 4
export LEC_CHECK = 1
export CORE_UTILIZATION = 50
export SYNTH_MEMORY_MAX_BITS = 65536

===== /design/flow/constraint.sdc =====
current_design L2Cache_Datapath

set clk_period 480.5
set clk_io_pct 0.2

create_clock -name clk0 -period $clk_period [get_ports {clk}]

set non_clock_inputs [all_inputs -no_clocks]
set_input_delay [expr $clk_period * $clk_io_pct] -clock clk0 $non_clock_inputs
set_output_delay [expr $clk_period * $clk_io_pct] -clock clk0 [all_outputs]

===== /design/flow/design.v =====
package pcmux;
typedef enum bit [1:0] {
    pc_plus4  = 2'b00
    ,alu_out  = 2'b01
    ,alu_mod2 = 2'b10
} pcmux_sel_t;
endpackage
package cmpmux;
typedef enum bit {
    rs2_out = 1'b0
    ,i_imm = 1'b1
} cmpmux_sel_t;
endpackage
package alumux;
typedef enum bit {
    rs1_out = 1'b0
    ,pc_out = 1'b1
} alumux1_sel_t;
typedef enum bit [2:0] {
    i_imm    = 3'b000
    ,u_imm   = 3'b001
    ,b_imm   = 3'b010
    ,s_imm   = 3'b011
    ,j_imm   = 3'b100
    ,rs2_out = 3'b101
} alumux2_sel_t;
endpackage
package regfilemux;
typedef enum bit [3:0] {
    alu_out   = 4'b0000
    ,br_en    = 4'b0001
    ,u_imm    = 4'b0010
    ,lw       = 4'b0011
    ,pc_plus4 = 4'b0100
    ,lb        = 4'b0101
    ,lbu       = 4'b0110   
    ,lh        = 4'b0111
    ,lhu       = 4'b1000   
} regfilemux_sel_t;
endpackage
interface rvfi_itf(input clk, input rst);
    logic halt;
    logic commit;
    logic [63:0] order;
    logic [31:0] inst;
    logic trap;
    logic [4:0] rs1_addr;
    logic [4:0] rs2_addr;
    logic [31:0] rs1_rdata;
    logic [31:0] rs2_rdata;
    logic load_regfile;
    logic [4:0] rd_addr;
    logic [31:0] rd_wdata;
    logic [31:0] pc_rdata;
    logic [31:0] pc_wdata;
    logic [31:0] mem_addr;
    logic [3:0] mem_rmask;
    logic [3:0] mem_wmask;
    logic [31:0] mem_rdata;
    logic [31:0] mem_wdata;
    logic [15:0] errcode;
endinterface
module L2Cache_Datapath #(
    parameter s_offset = 5,
    parameter s_index  = 3,
    parameter s_tag    = 32 - s_offset - s_index,
    parameter s_mask   = 2**s_offset,
    parameter s_line   = 8*s_mask,
    parameter num_sets = 2**s_index
)
(
    input logic clk,
    input logic rst,
    input logic write_way,
    input logic [255:0] mem_wdata256,
    input logic [255:0] cacheline_out,
    input logic [31:0] mem_address,
    input logic [1:0] LD_DIRTY,
    input logic dirty_in_value,
    input logic LD_LRU,
    input logic lru_in_value,
    input logic [1:0] LD_VALID,
    input logic valid_in,
    input logic [1:0] LD_TAG,
    input logic [2:0] W_CACHE_STATUS,
    output logic cacheline_write,
    output logic [1:0] valid_out,
    output logic [1:0] dirty_out,
    output logic HIT,
    output logic way_hit,
    output logic lru_data,
    output logic [31:0] cacheline_addr_in,
    output logic [255:0] cacheline_in,
    output logic [255:0] mem_rdata256
);
logic [1:0][22:0] tag_out;
logic [1:0][255:0] data_arr_out;
logic [255:0] data_arr_in_value;
logic [1:0] data_arr_write_en_in;
L2_data_array valid_arr[1:0] (
    .*,
    .read (1'b1),
    .load (LD_VALID[1:0]),
    .rindex (mem_address[8:5]),
    .windex (mem_address[8:5]),
    .datain (valid_in),
    .dataout (valid_out)
);
L2_data_array dirty_arr[1:0] (
    .*,
    .read (1'b1),
    .load (LD_DIRTY[1:0]),
    .rindex (mem_address[8:5]),
    .windex (mem_address[8:5]),
    .datain (dirty_in_value),
    .dataout (dirty_out)
);
L2_data_array lru_arr (
    .*,
    .read (1'b1),
    .load (LD_LRU),
    .rindex (mem_address[8:5]),
    .windex (mem_address[8:5]),
    .datain (lru_in_value),
    .dataout (lru_data)
);
L2_data_array #(.width(23)) tag_arr [1:0] (
    .*,
    .read (1'b1),
    .load (LD_TAG[1:0]),
    .rindex (mem_address[8:5]),
    .windex (mem_address[8:5]),
    .datain (mem_address[31:9]),
    .dataout (tag_out)
);
L2_data_array  #(.width(256)) data_arr [1:0] (
    .*,
    .read (1'b1),
    .load (data_arr_write_en_in),
    .rindex (mem_address[8:5]),
    .windex (mem_address[8:5]),
    .datain (data_arr_in_value),
    .dataout (data_arr_out)
);
always_comb begin
    set_defaults();
    unique case ({mem_address[31:9] == tag_out[0] && valid_out[0],
                  mem_address[31:9] == tag_out[1] && valid_out[1]})
        default:;
        2'b10: begin
          HIT = 1'b1;
          way_hit = 1'b0;
        end
        2'b01: begin
          HIT = 1'b1;
          way_hit = 1'b1;
        end
    endcase
    mem_rdata256 = HIT ? data_arr_out[way_hit] : data_arr_out[lru_data];
    unique case (W_CACHE_STATUS)
        default:;
        3'b100: begin
          data_arr_write_en_in[0] = !(write_way);
          data_arr_write_en_in[1] = write_way;
          data_arr_in_value = mem_wdata256;
        end
        3'b001, 3'b011, 3'b111: begin
            cacheline_write = (W_CACHE_STATUS[0]&(!W_CACHE_STATUS[1]));  
            cacheline_in = lru_data ? data_arr_out[1] : data_arr_out[0];
            unique case (W_CACHE_STATUS[1])  
              1'b1:
                cacheline_addr_in = {mem_address[31:5], 5'b00000};
              1'b0:
                cacheline_addr_in = lru_data ? {tag_out[1], mem_address[8:5], 5'b00000} :
                                            {tag_out[0], mem_address[8:5], 5'b00000};
            endcase
            if (W_CACHE_STATUS[2]) begin  
              data_arr_write_en_in[0] = !(lru_data);
              data_arr_write_en_in[1] = lru_data;
              data_arr_in_value = cacheline_out;
            end
        end
    endcase
end
function void set_defaults();
  data_arr_in_value = 0;
  cacheline_write = 0;
  data_arr_write_en_in = 0;
  HIT = 0;
  way_hit = 0;
  cacheline_in = 0;
  cacheline_addr_in = 0;
endfunction
endmodule : L2Cache_Datapath
module L2_data_array #(
    parameter s_index = 4,
    parameter width = 1
)
(
    clk,
    rst,
    read,
    load,
    rindex,
    windex,
    datain,
    dataout
);
localparam num_sets = 2**s_index;
input clk;
input rst;
input read;
input load;
input [s_index-1:0] rindex;
input [s_index-1:0] windex;
input [width-1:0] datain;
output logic [width-1:0] dataout;
logic [width-1:0] data [num_sets-1:0]  ;
logic [width-1:0] _dataout;
assign dataout = _dataout;
always_ff @(negedge clk) 
begin
    if (rst) begin
        for (int i = 0; i < num_sets; ++i)
            data[i] <= '0;
    end
    else begin
        if (read)
            _dataout <= (load  & (rindex == windex)) ? datain : data[rindex];
        if(load)
            data[windex] <= datain;
    end
end
endmodule : L2_data_array

==> notes.md <==
Implementation run completed; key figures follow.

Status:
- The run finished with clean final reports.

STA:
- The run puts the post-route setup TNS at 0 ns.
- The run gives the number of max-slew violations in the final report as 0.
- The run gives the worst clock skew as between 0.05 and 0.06 ns.
- From the final report, the count of setup violators was given as 0.
- The run puts the final hold violation count at 0.
- Setup repair after global routing left no endpoint under its margin.
- The run puts the max-slew headroom at the worst pin at 0.0912.
- The run puts the pin slew with the least headroom to its limit at around 1.4 ns.

Yosys:
- A synthesized cell averages 14.8 um2.
- The synthesized netlist occupies a cell area of about 420000 um2.
- The run puts the XOR/XNOR share of the synthesized area at 0.000965.
- The run gives the fraction of the mapped netlist area in compound gates as 0.0404.
- Among the non-sequential cells, multiplexers take the most area.
- The run puts the synthesis area per yosys at between 400000 and 500000 um2.
- The run puts the part of the Yosys area used for sequential elements at 0.689.
- Yosys reported that registers with async set or reset make up 0.
- The run gives the count of library flops with an enable pin as between 9000 and 10000.
- The run gives the area fraction in full adders, half adders and majority gates as 0.0000300.
- The run gives the most used standard cell by instance count after synthesis as sky130_fd_sc_hd__edfxtp_1.
- The run puts the number of instances in the synthesized netlist at 28300.
- The run gives the count of warnings emitted by yosys as 4.
- The run puts the basic-gate share of the synthesized area counting and, or, nand and nor cells at 0.101.
- The run puts the register bit count reported by yosys at roughly 9600.
- The run puts the portion of synthesized cell area occupied by the leading cell type at 0.689.
- Summing all multiplexer cells gives an area fraction of 0.135.
- The run puts the tally of unique sky130hd cells used after synthesis at 55.
- Per the synthesis report, the dominant area consumer among library cells is sky130_fd_sc_hd__edfxtp_1.
- The number of cells reported by Yosys stat comes to about 28000.
- The synthesis report lists the most area-consuming cells as sky130_fd_sc_hd__edfxtp_1 69%, sky130_fd_sc_hd__mux4_2 12%, sky130_fd_sc_hd__nor2_1 8.1%.
- The commonest cells after synthesis are 9571 x sky130_fd_sc_hd__edfxtp_1, 9004 x sky130_fd_sc_hd__nor2_1, 2194 x sky130_fd_sc_hd__mux4_2.
- The synthesis report names the predominant flop master as sky130_fd_sc_hd__edfxtp_1.

Clock network:
- According to the CTS report, the clock sink count is ~9600.
- The tree is rooted in a sky130_fd_sc_hd__clkbuf_16.
- The skew report gives the latency at the later pin of the worst-skew pair as 1.24 ns.
- The run puts the setup fix buffers added after clock tree synthesis at 0.
- The run puts the hold-fix buffer count after cts at 0.
- The run puts the total CTS buffers at roughly 1100.
- The run puts the post-cts resize count at 0.
- Looking at the clock tree report, the H-tree level count equals 7.
- In this run the deepest clock path goes through 5 buffers.
- In the CTS report, the clock slew at the register clock pins of the worst setup and hold paths is listed as 0.03 ns.
- The run gives the clock tree from TritonCTS as yes.

Global routing:
- The run puts the overall routing resource usage at 0.395.
- Entering global routing, the biggest net connects roughly 150 pins.
- The run puts the overall overflow remaining after global route at 0.
- The run puts the number of global-route vias before repair at ~330k.
- The run gives the wire length of the first global-routing pass as roughly 2100000 um.
- The number of antenna violations at the first check in global routing was between 100 and 150.

Die:
- The run puts the initial core utilization at 0.502.
- The run gives the row count as 335.
- The horizontal die dimension reported for this design is 916 um.
- The chip occupies between 800000 and 900000 um2.
- According to the floorplan report, the placeable core area is around 830000 um2.
- The run gives the vertical die dimension as around 920 um.
- The run puts the top-level I/O count at 1112.

Critical path:
- The run gives the number of cell instances on the worst register-to-register path as 12.
- The run puts the largest fanout on the critical path at about 54.
- Per the timing report, the most critical flop-to-flop path originates at lru_arr._dataout$_DFFE_NN_.
- The run puts the setup slack of the most critical reg-to-reg path at 472.12 ns.
- The run gives the type of the worst setup path as reg2out.
- The run gives the terminus of the critical flop-to-flop path as data_arr[1].data[1][232]$_SDFFCE_NN0P_.
- The run puts the data arrival at the endpoint of the critical path at between 200 and 250 ns.
- The run gives the beginning of the critical path as tag_arr[1]._dataout[6]$_DFFE_NN_.
- The run puts the data required time at the worst endpoint at slightly below 400 ns.
- The worst setup path is launched from a flip-flop.
- STA classifies the critical path endpoint as an output pin.

Drt:
- The run gives the iteration-0 DRC count of the detailed router as ~21000.
- The run puts the via count at between 200k and 300k.
- Once detail routing completed, the nets flagged for antenna violations numbered 0.
- The run gives the number of vias per cell after detailed routing as approximately 5.7.
- For this sky-water flow run, the detailed-routed wirelength per cell is reported as ~29 um.
- The run puts the number of optimization iterations in the first detailed-route pass at 8.
- The run gives the sum of routed wire length over all layers as 1470000 um.
- The run puts the detailed-route DRC error count at 0.

Power and ir drop:
- In this run the power density over the cells is 4.41 nW/um2.
- The run puts the leakage power at roughly 210 nW.
- The run puts the clock share of power at 0.495.
- The run puts the switching power total at approximately 0.00065 W.
- The run gives the worst-case vdd ir drop as between 0.004 and 0.005 mV.
- The run gives the post-route total power as 0.00225 W.
- Cell internal power was estimated by the tool at between 0.0015 and 0.002 W.
- The script computed the net switching share of total power as 0.288.
- The share of total power dissipated in combinational logic is 0.074.
- The power report attributes to the sequential group a share of 0.431.

Placement:
- The run gives the detailed placer's ending HPWL as between 800000 and 900000 um.
- The run puts the global placer's final weighted congestion at approximately 0.93.
- After detailed placement, the design holds a cell count of 38700.
- Port buffering added ~1100 buffers.

Final layout:
- The run puts the layout overhead on the synthesized area at 22.4%.
- The run puts the share of the core filled with cells at 0.614.
- The filler cells instantiated in the layout total roughly 60000.
- The run puts the fraction of layout instances using a drive strength above 1 at 0.150.
- The run puts the final non-filler cell total at between 50000 and 60000.

Min path:
- Per the hold report, the tightest min-delay path originates at tag_arr[1].data[0][20]$_SDFFCE_NN0P_.
- The run gives the number of cells on the worst hold path as 3.
- The worst hold path terminates at tag_arr[1]._dataout[20]$_DFFE_NN_.
- The run gives the type of the most critical hold path as reg2reg.

Flow run:
- The number of warnings reported in the stage logs is 1048.
- The tool flagged a number of max-cap violations equal to 0.
[state kept, by name, summed over array words and instances (netlist names)]
name	cells
valid_arr._dataout	2
data_arr.data	8192
valid_arr.data	32
dirty_arr._dataout	2
dirty_arr.data	32
lru_arr.data	16
tag_arr.data	736
lru_arr._dataout	1
tag_arr._dataout	46
data_arr._dataout	512
[routing by layer]
| metal | track usage | routed length [um] | vias to the layer above |
|---|---|---|---|
| met4 | 0.247 | 103000 | 124 |
| li1 | - | - | 125000 |
| met2 | 0.518 | 661000 | 22500 |
| met1 | 0.422 | 429000 | 138000 |
| met5 | 0.0524 | 4330 | - |
| met3 | 0.346 | 276000 | 3789 |
[cell type report]
type	count	area [um2]	area share
sequential	9571	287000	0.563
multi-input combinational	15700	117000	0.229
clock inverter	10300	41200	0.0806
clock buffer	1163	29100	0.0570
timing repair buffer	2383	21300	0.0418
tap	11100	13900	0.0272
antenna	341	853	0.00167
inverter	10	47.5	0.0000931
[cell families (layout without fill, tap and decap cells)]
group,count (synthesis),after routing
compound gates,2210,2210
xor+xnor,46,46
other cells,1,346
buf+inv,3034,13800
mux,2867,2867
simple gates,10500,10500
fa+ha+maj,1,1
flops,9571,9571
[metrics by stage]
stage	instance area, um2	worst slack (ns)	hold WS, ns
floorplan	417000	105.17	0.671
global placement	440000	136.95	0.788
detailed placement	440000	136.87	0.785
CTS	510000	136.64	0.796
global route	511000	136.46	0.820
finish	511000	136.56	0.792
[worst max-delay path by stage]
| stage | to | slack, ns | cells after the start |
|---|---|---|---|
| 4_1_cts | mem_rdata256[135] | 136.64 | 12 |
| 5_1_grt | mem_rdata256[135] | 136.46 | 12 |
| 6_report | mem_rdata256[135] | 136.56 | 12 |
[power groups by stage]
stage	sequential (W)	clock (W)	combinational, W
CTS	0.000970	0.00114	0.000164
global route	0.000971	0.00124	0.000173
finish	0.000970	0.00111	0.000167
[worst max-delay path, cell delays in order (launching register included)]
cell                              delay [ns]
sky130_fd_sc_hd__edfxtp_1               0.55
sky130_fd_sc_hd__xor2_1                 0.21
sky130_fd_sc_hd__nor4_1                 0.50
sky130_fd_sc_hd__nand4_1                0.13
sky130_fd_sc_hd__nor3_1                 0.48
sky130_fd_sc_hd__ha_1                   0.40
sky130_fd_sc_hd__mux2i_4                0.46
sky130_fd_sc_hd__buf_4                  0.52
sky130_fd_sc_hd__buf_4                  0.71
sky130_fd_sc_hd__buf_4                  0.63
sky130_fd_sc_hd__buf_4                  0.68
sky130_fd_sc_hd__mux2_2                 0.42
sky130_fd_sc_hd__clkdlybuf4s50_1        0.59
[cell usage in the layout (no fill, tap or decap), types with 134 or more instances in the layout]
cell                                 n
sky130_fd_sc_hd__clkbuf_16        1163
sky130_fd_sc_hd__buf_4            1232
sky130_fd_sc_hd__o21bai_1          331
sky130_fd_sc_hd__o21ai_1           165
sky130_fd_sc_hd__a22o_1            174
sky130_fd_sc_hd__a22oi_1           546
sky130_fd_sc_hd__clkdlybuf4s50_1  1094
sky130_fd_sc_hd__o22ai_1           134
sky130_fd_sc_hd__o21ai_2           181
sky130_fd_sc_hd__nand2_1           418
sky130_fd_sc_hd__mux2_2            277
sky130_fd_sc_hd__edfxtp_1         9571
sky130_fd_sc_hd__mux2i_1           394
sky130_fd_sc_hd__clkinvlp_2        228
sky130_fd_sc_hd__mux4_2           2194
sky130_fd_sc_hd__nor3b_1           171
sky130_fd_sc_hd__inv_1            9908
sky130_fd_sc_hd__diode_2           341
sky130_fd_sc_hd__a21oi_1           301
sky130_fd_sc_hd__and3_1            525
sky130_fd_sc_hd__nor2_1           8990
Power is estimated from default activity; no workload was simulated.
